File: flow/config.mk
export PLATFORM = sky130hd
export DESIGN_NAME = timer_sb_ctrl
export DESIGN_NICKNAME = timer_sb_ctrl
export VERILOG_FILES = /design/flow/design.v
export SDC_FILE = /design/flow/constraint.sdc
export NUM_CORES = 4
export LEC_CHECK = 1
export CORE_UTILIZATION = 40
File: flow/design.v
package alu_opcodes_pkg;
localparam ALU_OP_WIDTH = 5;
localparam ALU_ADD  = 5'b00000;
localparam ALU_SUB  = 5'b01000;
localparam ALU_XOR  = 5'b00100;
localparam ALU_OR   = 5'b00110;
localparam ALU_AND  = 5'b00111;
localparam ALU_SRA  = 5'b01101;
localparam ALU_SRL  = 5'b00101;
localparam ALU_SLL  = 5'b00001;
localparam ALU_LTS  = 5'b11100;
localparam ALU_LTU  = 5'b11110;
localparam ALU_GES  = 5'b11101;
localparam ALU_GEU  = 5'b11111;
localparam ALU_EQ   = 5'b11000;
localparam ALU_NE   = 5'b11001;
localparam ALU_SLTS = 5'b00010;
localparam ALU_SLTU = 5'b00011;
endpackage
package csr_pkg;
  localparam CSR_RW          = 3'b001;
  localparam CSR_RS          = 3'b010;
  localparam CSR_RC          = 3'b011;
  localparam CSR_RWI         = 3'b101;
  localparam CSR_RSI         = 3'b110;
  localparam CSR_RCI         = 3'b111;
  localparam MIE_ADDR        = 12'h304;
  localparam MTVEC_ADDR      = 12'h305;
  localparam MSCRATCH_ADDR   = 12'h340;
  localparam MEPC_ADDR       = 12'h341;
  localparam MCAUSE_ADDR     = 12'h342;
endpackage
package memory_pkg;
  localparam INSTR_MEM_SIZE_BYTES = 32'd2048;
  localparam INSTR_MEM_SIZE_WORDS = INSTR_MEM_SIZE_BYTES / 4;
  localparam DATA_MEM_SIZE_BYTES  = 32'd2048;
  localparam DATA_MEM_SIZE_WORDS  = DATA_MEM_SIZE_BYTES / 4;
endpackage
module timer_sb_ctrl(
  input  logic        clk_i,
  input  logic        rst_i,
  input  logic        req_i,
  input  logic        write_enable_i,
  input  logic [31:0] addr_i,
  input  logic [31:0] write_data_i,
  output logic [31:0] read_data_o,
  output logic        ready_o,
  output logic        interrupt_request_o
);
logic [63:0] system_counter;
logic [63:0] delay;
enum logic [1:0] {OFF, NTIMES, FOREVR} mode, next_mode;
logic [31:0] repeat_counter;
logic [63:0] system_counter_at_start;
logic we;
logic re;
assign we = req_i & write_enable_i;
assign re = req_i & ~write_enable_i;
logic rst;
assign rst = (addr_i==32'h24 & write_data_i==32'h1 & we) | rst_i;
logic is_MSb_timer_addr;
logic is_LSb_timer_addr;
logic is_MSb_delay_addr;
logic is_LSb_delay_addr;
logic is_mode_addr;
logic is_repeat_addr;
assign is_MSb_timer_addr = addr_i == 32'h4;  
assign is_LSb_timer_addr = addr_i == 32'h0;  
assign is_MSb_delay_addr = addr_i == 32'hC;  
assign is_LSb_delay_addr = addr_i == 32'h8;  
assign is_mode_addr      = addr_i == 32'h10;       
assign is_repeat_addr    = addr_i == 32'h14;    
always @(posedge clk_i)
begin
if (rst_i) system_counter <= 64'b0;
else system_counter <= system_counter + 32'b1; 
end
always @(posedge clk_i)
begin
if (rst_i) delay <= 64'b0;
else if (we & (is_LSb_delay_addr | is_MSb_delay_addr)) 
        delay <= is_LSb_delay_addr? {delay[63:32], write_data_i} : {write_data_i, delay [31:0]};                           
     else delay <= delay; 
end
always @(posedge clk_i)
begin
if (rst_i) mode <= OFF;
else mode <= next_mode; 
end
always_comb
begin
if (we & is_mode_addr)
    case(write_data_i)
    32'b0: next_mode = OFF;
    32'b1: next_mode = NTIMES;
  default: next_mode = FOREVR;
    endcase
 else if ((repeat_counter == 32'b0) & (mode == NTIMES)) next_mode = OFF;
      else                         next_mode = mode;
end
always @(posedge clk_i)
begin
if (rst_i) repeat_counter <= 32'b0;
else if (interrupt_request_o & (repeat_counter!=0) & (mode == NTIMES)) 
           repeat_counter <= repeat_counter - 32'b1; 
else if (we & is_repeat_addr) repeat_counter <= write_data_i;
     else  repeat_counter <= repeat_counter;
end 
always @(posedge clk_i)
begin
if (rst_i) system_counter_at_start <= 64'b0;
else if ((interrupt_request_o & (repeat_counter > 32'b1) & (mode == NTIMES)) | 
(interrupt_request_o  & (mode == FOREVR))|
(we & is_mode_addr & ((write_data_i == 32'b01)|(write_data_i == 32'b10)))) 
system_counter_at_start <= system_counter; 
else system_counter_at_start <= system_counter_at_start; 
end
logic [31:0] read_data;
always_comb
case (addr_i)
32'h0:  read_data = system_counter[31:0];
32'h4:  read_data = system_counter[63:32];
32'h8:  read_data = delay[31:0];
32'hC:  read_data = delay[63:32];
32'h10: read_data = {30'b0, mode};
default: read_data = repeat_counter;
endcase
always @(posedge clk_i)
begin
if (rst_i) read_data_o <= 32'b0;
else if (re) read_data_o <= read_data; 
else read_data_o <= read_data_o; 
end
assign interrupt_request_o = (mode != OFF) & ((system_counter_at_start + delay) == system_counter);
endmodule
File: flow/constraint.sdc
current_design timer_sb_ctrl

set clk_period 31.5
set clk_io_pct 0.2

create_clock -name clk0 -period $clk_period [get_ports {clk_i}]

set non_clock_inputs [all_inputs -no_clocks]
set_input_delay [expr $clk_period * $clk_io_pct] -clock clk0 $non_clock_inputs
set_output_delay [expr $clk_period * $clk_io_pct] -clock clk0 [all_outputs]
File: flow/run.sh
#!/bin/bash
# OpenROAD 26Q1-2900-gdf79404cd8, Yosys 0.63+post, stock flow scripts
make -C /OpenROAD-flow-scripts/flow DESIGN_CONFIG=/design/flow/config.mk WORK_HOME=/design/flow/orfs finish
==> run summary <==
flow finished, numbers: CTS tree done, DRC 0, hold_sp read_data_o[5], Vias between 20000 and 25000, die width roughly 220 um, row count roughly 79, ys async rst share 0%, cell type with the largest total area dfxtp_1, tool warnings 27, post-detail-place hpwl 82940 um, H-tree levels 1, Post-synth EDFFs 0, dpl ws 19.39 ns, Crit path buffers/inverters 1, Final Worst Setup Slack 18.52 ns, Final Hold Vio Count 0, ANT nets after route 0, RSZ-0062 raised after global routing false, hold path endpoint read_data_o[5], cell family with most CP delay simple AND/OR/NAND/NOR gates, most used cell, CP nor3_1, fin crit period 12.98 ns, CTS Hold Bufs 0, total track usage 44.01%, Synth warnings 2, reg2reg setup slack approximately 25 ns, first-pass GRT wire length 147600 um, I/O pin count between 100 and 150, CP endpoint kind output port, Startpoint Class register, fp util just over 40%, PwrDens 31.18 nW/um2, PostCTS Resize Cnt 0, Setup TNS 0 ns, clock sink count roughly 260, Max transition margin 9.927%, Worst Hold Margin 0.4536 ns, ys flop type dfxtp_1, #FFs+latches synth ~260, DIE AREA 48310 um2, Post-synth area hogs dfxtp_1, a21oi_1, nand2_1, number of port buffers 100, CP required 25.20 ns, reg2reg end repeat_counter[12], Critical Path Max Stage Delay 1.15 ns, crit path DAT 6.68 ns, Via density 6.841, area grow syn2layout 12.34%, outcome finished, final reports clean, Clock Pin Slew Worst Setup and Hold Paths 0.06 ns, Final Setup Violations 0, yosys cell count ~2700, Core Region 46650 um2, maximum fanout along the worst path 8, mean post-synth cell area approximately 7.1 um2, and+or+nand+nor area frac 29.23%, Root Driver clkbuf_16, fin area about 21000 um2, Slew Limit Fails 0, Pleak 7.260 nW, grt total ovfl 0, vias in the first global route 20751, crit path kind reg -> out, Fmax achieved 77.06 MHz, largest net degree at the start of global routing between 70 and 80, cts bufs inserted 25, worst-skew pair later-pin latency between 0.5 and 0.6 ns, mapped cell area 18970 um2, Synth mux share under 10%, max_cap viols 0, Adder-Cell Fraction of Synth Area 4.524%, Seq/Total Area, Yosys 27.22%, Worst Reg-to-Reg Cells 14, Worst-Margin Slew 1.317 ns, final core utilization 45.69%, drt pass-1 iters 9, distinct lib cells 80, clock tree buffer depth 3, Area leader share between 20% and 30%, cell count after synthesis 2677, die height 219.8 um, Final period util 41.20%, Main logic family simple AND/OR/NAND/NOR gates, worst path cell trace ha_1 -> nand2_1 -> o21ai_1 -> a21oi_1 -> a2111oi_0 -> nor3_1 -> a21o_1 -> nor4_1 -> nand4_1 -> or4_1 -> nor3_1 -> clkdlybuf4s50_1, setup bufs post-CTS 0, Cell Area, Placed 20510 um2, final WL 104200 um, hold depth 2, compound-gate portion of the synthesized area between 20% and 30%, Clock Skew about 0.01 ns, GP Congestion 1.228, 1st-iter DRT viols between 2000 and 3000, number of stages on the worst setup path 12, WL/cell 31.59 um, chip area in the Yosys report 18970 um2, IR drop worst, VDD 0.03907 mV, launch point of the worst reg-to-reg path delay[37], initial antenna violation count 2, xor/xnor share a little over 6%, proportion of layout cells with a drive suffix above 1 5.500%, Worst Hold Class reg -> reg, CP max-delay cell a2111oi_0
## cells in the mapped netlist, drive strengths merged (28+ instances only)
cell type	instances
ha	67
xor2	66
nor4	56
a21oi	308
buf	30
xnor2	66
nor3	82
and3	37
nor2	202
o21ai	186
nand4	97
a211oi	28
dfxtp	258
nand3	181
o211ai	43
inv	40
clkbuf	168
a222oi	31
nand2	377
## power breakdown
part | total, W | leakage, nW | switching (W) | internal, W
Sequential | 0.000328 | 2.08 | 0.00000104 | 0.000327
Clock | 0.000305 | 0.390 | 0.000134 | 0.000171
Combinational | 0.0000317 | 4.79 | 0.0000201 | 0.0000116
Total | 0.000665 | 7.26 | 0.000155 | 0.000509
## state kept, by name, summed over array words and instances (netlist names)
signal and cells:
system_counter 64, system_counter_at_start 64, mode 2, delay 64, read_data_o 32, repeat_counter 32
## layout by cell type (no fill, tap or decap), types with 15 or more instances in the layout
| cell | instances |
|---|---|
| a31oi_1 | 25 |
| a21o_1 | 20 |
| clkdlybuf4s50_1 | 99 |
| o21ai_0 | 175 |
| nor2b_1 | 15 |
| nor2_1 | 200 |
| nand3_1 | 179 |
| o211ai_1 | 43 |
| inv_1 | 40 |
| mux2i_1 | 17 |
| clkbuf_16 | 25 |
| buf_4 | 69 |
| nor3_1 | 77 |
| a211oi_1 | 28 |
| xnor2_1 | 66 |
| dfxtp_1 | 258 |
| ha_1 | 67 |
| nor4_1 | 54 |
| a21oi_1 | 308 |
| nand4_1 | 97 |
| or3_1 | 25 |
| nand2_1 | 377 |
| xor2_1 | 66 |
| a222oi_1 | 31 |
| and3_1 | 35 |
## through the flow
| step | total power [W] | instances |
|---|---|---|
| after floorplan | 0.0003459 | 2677 |
| after global placement | 0.0003650 | 3255 |
| after detailed placement | 0.0003652 | 3255 |
| after CTS | 0.0006642 | 3298 |
| after global routing | 0.0006776 | 3298 |
| final | 0.0006646 | 3299 |
## cells by family after synthesis
logic type / after synthesis
fa+ha+maj: 68
buf+inv: 238
flops: 258
compound gates: 805
other cells: 1
mux: 26
simple gates: 1149
xor+xnor: 132
## worst register-to-register path, stage by stage, from the launching register on
cell,delay [ns]
dfxtp_1,0.33
ha_1,0.48
nand2_1,0.19
o21ai_1,0.52
a21oi_1,0.28
a2111oi_0,1.15
nor3_1,0.40
nor4_1,1.01
nand4_1,0.16
or4_1,0.49
nor3_1,0.73
a41oi_1,0.21
buf_4,0.28
a221o_1,0.37
a21oi_1,0.12
## final cells by class
class,instances,area (um2)
Antenna cell,1,2.502
Clock buffer,33,695.7
Clock inverter,10,107.6
Fill cell,4629,25340
Inverter,40,150.1
Multi-Input combinational cell,2181,12910
Sequential cell,258,5165
Tap cell,607,759.5
Timing Repair Buffer,169,1523
## worst max path at each step
| stage | from | to |
|---|---|---|
| CTS | delay[37] | interrupt_request_o |
| finish | delay[37] | interrupt_request_o |
| global route | delay[37] | interrupt_request_o |
## metal layers
| metal | share of wire [%] | GRT usage, % |
|---|---|---|
| met1 | 38 | 57.36 |
| met3 | 11 | 11.90 |
| met2 | 42 | 63.52 |
| met5 | 0.014 | 0 |
| met4 | 8.9 | 30.97 |
Power is estimated from default activity; no workload was simulated.
