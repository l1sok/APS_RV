`./run.sh`:
```
#!/bin/bash
# OpenROAD 26Q1-2900-gdf79404cd8, Yosys 0.63+post, stock flow scripts
make -C /OpenROAD-flow-scripts/flow DESIGN_CONFIG=/design/flow/config.mk WORK_HOME=/design/flow/orfs finish
```
`./config.mk`:
```
export PLATFORM = sky130hd
export DESIGN_NAME = interrupt_controller
export DESIGN_NICKNAME = interrupt_controller
export VERILOG_FILES = /design/flow/design.v
export SDC_FILE = /design/flow/constraint.sdc
export NUM_CORES = 4
export LEC_CHECK = 1
export CORE_AREA = 10 10 110 110
export DIE_AREA = 0 0 120 120
```
`./design.v`:
```
package alu_opcodes_pkg;
localparam ALU_OP_WIDTH = 5;
localparam ALU_ADD  = 5'b00000;
localparam ALU_SUB  = 5'b01000;
localparam ALU_XOR  = 5'b00100;
localparam ALU_OR   = 5'b00110;
localparam ALU_AND  = 5'b00111;
localparam ALU_SRA  = 5'b01101;
localparam ALU_SRL  = 5'b00101;
localparam ALU_SLL  = 5'b00001;
localparam ALU_LTS  = 5'b11100;
localparam ALU_LTU  = 5'b11110;
localparam ALU_GES  = 5'b11101;
localparam ALU_GEU  = 5'b11111;
localparam ALU_EQ   = 5'b11000;
localparam ALU_NE   = 5'b11001;
localparam ALU_SLTS = 5'b00010;
localparam ALU_SLTU = 5'b00011;
endpackage
package csr_pkg;
  localparam CSR_RW          = 3'b001;
  localparam CSR_RS          = 3'b010;
  localparam CSR_RC          = 3'b011;
  localparam CSR_RWI         = 3'b101;
  localparam CSR_RSI         = 3'b110;
  localparam CSR_RCI         = 3'b111;
  localparam MIE_ADDR        = 12'h304;
  localparam MTVEC_ADDR      = 12'h305;
  localparam MSCRATCH_ADDR   = 12'h340;
  localparam MEPC_ADDR       = 12'h341;
  localparam MCAUSE_ADDR     = 12'h342;
endpackage
package memory_pkg;
  localparam INSTR_MEM_SIZE_BYTES = 32'd2048;
  localparam INSTR_MEM_SIZE_WORDS = INSTR_MEM_SIZE_BYTES / 4;
  localparam DATA_MEM_SIZE_BYTES  = 32'd2048;
  localparam DATA_MEM_SIZE_WORDS  = DATA_MEM_SIZE_BYTES / 4;
endpackage
module daisy_chain(
input logic clk_i, 
input logic rst_i, 
input logic ready_i, 
input logic irq_ret_i,
input logic [15:0] masked_irq_i,
output logic  irq_o,
output logic [15:0] irq_ret_o,
output logic [31:0] irq_cause_o   
 );
logic [15:0] cause;
logic [15:0] ready;
reg   [15:0] irq_ret;
assign ready[0] = ready_i;
genvar i;
generate
  for(i = 0; i < 16; i++) begin
    assign cause[i] = ready[i] & masked_irq_i[i];
  end
endgenerate
genvar j;
generate
  for(j = 0; j < 15; j++) begin
    assign ready[j+1] = ~cause[j] & ready[j];
  end
endgenerate
assign irq_o = |cause;
assign irq_cause_o = {12'h800, cause, 4'h0};
assign irq_ret_o = irq_ret_i? irq_ret : 16'b0;
always_ff @(posedge clk_i)
if (rst_i)       irq_ret <= 16'b0;
else if (irq_o)  irq_ret <= cause;
else             irq_ret <= irq_ret;
endmodule
module interrupt_controller(
  input  logic        clk_i,
  input  logic        rst_i,
  input  logic        exception_i,
  input  logic [15:0] irq_req_i,
  input  logic [15:0] mie_i,
  input  logic        mret_i,
  output logic [15:0] irq_ret_o,
  output logic [31:0] irq_cause_o,
  output logic        irq_o
);
reg exc_h;
reg irq_h;
logic exc_set;
assign exc_set = exception_i | exc_h;
always_ff @(posedge clk_i)
exc_h <= exc_set & ~mret_i & ~rst_i;
always_ff @(posedge clk_i)
irq_h <= (irq_h | irq_o) & ~(mret_i & ~exc_set) & ~rst_i;
daisy_chain daisy_chain(
.clk_i(clk_i), 
.rst_i(rst_i), 
.ready_i(~(irq_h | exc_set)), 
.irq_ret_i(mret_i & ~exc_set),
.masked_irq_i(irq_req_i & mie_i),
.irq_o(irq_o),
.irq_ret_o(irq_ret_o),
.irq_cause_o(irq_cause_o)   
 );
endmodule
```
`./constraint.sdc`:
```
current_design interrupt_controller

set clk_period 6.2
set clk_io_pct 0.2

create_clock -name clk0 -period $clk_period [get_ports {clk_i}]

set non_clock_inputs [all_inputs -no_clocks]
set_input_delay [expr $clk_period * $clk_io_pct] -clock clk0 $non_clock_inputs
set_output_delay [expr $clk_period * $clk_io_pct] -clock clk0 [all_outputs]
```
==> out/summary.rpt <==
WORST SETUP PATH
-----------------------------------------------------------------------------------
Slowest cell on crit path                                                  a222oi_1
Kind of critical path                                                  input pin to primary output
Critical Path End Type                                                 primary output
Arrival time of data at the critical path endpoint                          3.55 ns
Critical path launch point                                             irq_req_i[3]
Crit path max fanout                                                              6
Critical path's most frequent cell                                     clkdlybuf4s50_1
Number of buffer and inverter instances along the worst setup path                3
Setup slack of the most critical reg-to-reg path                            4.30 ns
Delay of the slowest critical-path stage                                    0.75 ns
Critical-path cell list                                                clkdlybuf4s50_1 -> a222oi_1 -> and3_1 -> nand4_1 -> inv_1 -> clkdlybuf4s50_1
Endpoint required time on the critical path                                 4.96 ns
Reg-to-reg critical path startpoint                                           exc_h
CP top delay family                                                    buffers and inverters
Crit start category                                                       input pin

CTS
-----------------------------------------------------------------------------------
Later-pin clock latency in the skew report                                  0.26 ns
Total CTS buffers                                                                 3
Worst-case clock buffer depth                                                     2
Total of hold buffers inserted after clock tree synthesis                         0
Clock H-tree levels                                                               1
Buffers inserted during post-CTS setup optimization                               0
Post-CTS resize count                                                             0
Clock tree from TritonCTS                                                       yes
Number of sinks handled by clock tree synthesis                                  18
Worst-path clk slew                                                         0.07 ns
Clock root buffer                                                          clkbuf_8

SYNTH
-----------------------------------------------------------------------------------
Count of yosys warnings during synthesis                                          2
Library cells used by synthesis                                                  39
Post-Synthesis Mean Instance Area                                          7.96 um2
Post-synth tally of flip-flops with integrated enable                             0
Ys cells                                                                        169
Post-synth ARST share                                                            0%
Commonest flop                                                              dfxtp_1
Yosys chip area                                                            1350 um2
Synth flops                                                                      18
Sequential cell area fraction in the yosys report                             26.8%
Gate count of the mapped netlist                                                169
Post-Syn Area                                                              1350 um2

POWER
-----------------------------------------------------------------------------------
Power consumption                                                            295 uW
Leakage Power                                                              0.855 nW
Cell area power density                                                  138 nW/um2
Peak ir drop on the vdd network                                         0.0000470 V

TIMING
-----------------------------------------------------------------------------------
Post-route clock skew                                                    0.00362 ns
Final critical path time including I/O delays and setup                     4.79 ns
Final tally of setup violations                                                   0
Count of endpoints failing hold in the final timing report                        0
Sum Neg Setup Slack                                                            0 ns
Setup repair after global routing missed its margin                           false
Slack of the critical path                                                  1.41 ns
Transition time at the pin with the least slew margin                      0.808 ns
Achievable frequency                                                        209 MHz
Slew HR                                                                       46.1%
Share of the cycle needed by the critical path after routing                  77.3%
Pins over their slew limit                                                        0

PLACE
-----------------------------------------------------------------------------------
Count of buffers from port buffering                                             68
Placed wire-length estimate                                                 4.59 mm
Post-Place Worst Slack                                                      1.41 ns
Routability congestion estimate from global placement                         0.780
DP Cell Count                                                                   361

DIE
-----------------------------------------------------------------------------------
Floorplan row count                                                              36
Total die size                                                            14400 um2
Die W                                                                        120 um
Starting density of the core                                                  13.8%
Count of pins on the block boundary                                              85
Vert. Die Dim                                                                120 um
Core area                                                                  9770 um2

DETAILED ROUTING
-----------------------------------------------------------------------------------
N_diodes                                                                          0
Drt total wl                                                                5.67 mm
DRC errors left                                                                   0
Number of antenna-violating nets in the routed design                             0
Initial DRC Count                                                                74
Average wire per standard cell                                              15.5 um
DR pass1 iterations                                                               4
Vias after detailed routing                                                    1512
Vias per cell                                                                  4.14

GLOBAL ROUTING
-----------------------------------------------------------------------------------
Gr usage total                                                                7.59%
First-pass GRT wire length                                                  8.68 mm
Antenna violations before repair                                                  0
Aggregate global routing overflow                                                 0
Maximum number of pins on one net before global-route repair                     21
Via count of the first global-routing pass                                     1562

FINAL LAYOUT
-----------------------------------------------------------------------------------
Filler Cell Count                                                              1088
Count of placed standard cells in the final layout, fillers left out            365
Layout cells sized above 1                                                    6.47%
Area used by multi-input combinational logic                                842 um2
Area taken by flip-flops and latches                                        360 um2
Core utilization of the finished layout                                       21.9%
Area overhead of the layout relative to synthesis                             59.0%

JOB
-----------------------------------------------------------------------------------
Stage-log warning count                                                          25
Max-capacitance violation count                                                   0

STATUS
-----------------------------------------------------------------------------------
Run status                                                             finished clean

MIN PATH
-----------------------------------------------------------------------------------
HP Start                                                               daisy_chain.irq_ret[1]
Class of the tightest hold or removal check                            register to register

worst min-delay path, cell delays in order, from the launching register on:
cell and delay, ns:
dfxtp_1 0.31, nor2_1 0.09, a211oi_1 0.05
cells in the final DEF (no fill, tap or decap), types with 5 or more instances in the layout:
cell type        instances
nand2_1                 10
inv_1                    5
a211oi_1                 8
nor2_1                  15
conb_1                  16
and3_1                  29
clkdlybuf4s50_1         68
a21oi_1                  9
dfxtp_1                 18
Yosys cell counts, types with 3 or more instances:
cell type	instances	area [um2]
and2_1	4	25.0
dfxtp_1	18	360
a32oi_1	3	26.3
buf_4	16	120
a222oi_1	3	30.0
a31oi_1	3	18.8
nand4_1	4	25.0
nand2_1	10	37.5
inv_1	5	18.8
nor3_1	3	15.0
a211oi_1	8	60.1
a22oi_1	3	22.5
nor2_1	15	56.3
a21oi_1	9	45.0
and3_1	29	181
clkbuf_1	4	15.0
nand3_1	4	20.0
metrics by stage:
stage / hold slack, ns / cell area [um2]
2_1_floorplan: 0.474 / 1400
3_3_place_gp: 0.483 / 2080
3_5_place_dp: 0.497 / 2080
4_1_cts: 0.508 / 2140
5_1_grt: 0.539 / 2140
6_report: 0.502 / 2140
sequential cells by signal (all words and copies together), names as in the netlist:
| name | cells |
|---|---|
| daisy_chain.irq_ret | 16 |
| exc_h | 1 |
| irq_h | 1 |
layer usage:
metal | track usage, % | vias to the layer above | part of all wire (%) | wire (um)
li1 | - | 736 | - | -
met1 | 9.12 | 700 | 41 | 2340
met2 | 12.9 | 70 | 48 | 2750
met3 | 3.00 | 6 | 9.4 | 533
met4 | 0.830 | 0 | 0.95 | 54
met5 | 0 | - | 0 | 0
power breakdown:
part	total (mW)	switching [mW]	internal (mW)
registers	0.120	0.00189	0.118
logic	0.0745	0.0379	0.0365
clock network	0.101	0.0441	0.0565
total	0.295	0.0840	0.211
final timing paths:
kind / cells past startpoint / endpoint
setup reg to reg: 4 / daisy_chain.irq_ret[8]
hold reg to reg: 2 / daisy_chain.irq_ret[1]
setup / recovery: 6 / irq_cause_o[17]
hold / removal: 2 / daisy_chain.irq_ret[1]
logic make-up after synthesis:
| family | Yosys count | synth area share [%] |
|---|---|---|
| AOI/OAI and AO/OA | 40 | 24.0 |
| buffers and inverters | 30 | 14.5 |
| DFF | 18 | 26.8 |
| other | 2 | 0.558 |
| and+or+nand+nor | 79 | 34.1 |
final cells by class:
class | count | share of cell area (%)
multi-input combinational | 135 | 39.4
timing repair buffer | 70 | 32.5
sequential | 18 | 16.9
tap | 133 | 7.78
clock buffer | 4 | 2.57
inverter | 5 | 0.878
Power figures rest on the tool's default switching activity, not on a simulated workload.
