<file path="flow/config.mk">
export PLATFORM = sky130hd
export DESIGN_NAME = hex_wrapper
export DESIGN_NICKNAME = hex_wrapper
export VERILOG_FILES = /design/flow/design.v
export SDC_FILE = /design/flow/constraint.sdc
export NUM_CORES = 4
export LEC_CHECK = 1
export CORE_UTILIZATION = 40
</file>
<file path="flow/constraint.sdc">
current_design hex_wrapper

set clk_period 3.0
set clk_io_pct 0.2

create_clock -name clk0 -period $clk_period [get_ports {clk_i}]

set non_clock_inputs [all_inputs -no_clocks]
set_input_delay [expr $clk_period * $clk_io_pct] -clock clk0 $non_clock_inputs
set_output_delay [expr $clk_period * $clk_io_pct] -clock clk0 [all_outputs]
</file>
<file path="flow/design.v">
package alu_opcodes_pkg;
localparam ALU_OP_WIDTH = 5;
localparam ALU_ADD  = 5'b00000;
localparam ALU_SUB  = 5'b01000;
localparam ALU_XOR  = 5'b00100;
localparam ALU_OR   = 5'b00110;
localparam ALU_AND  = 5'b00111;
localparam ALU_SRA  = 5'b01101;
localparam ALU_SRL  = 5'b00101;
localparam ALU_SLL  = 5'b00001;
localparam ALU_LTS  = 5'b11100;
localparam ALU_LTU  = 5'b11110;
localparam ALU_GES  = 5'b11101;
localparam ALU_GEU  = 5'b11111;
localparam ALU_EQ   = 5'b11000;
localparam ALU_NE   = 5'b11001;
localparam ALU_SLTS = 5'b00010;
localparam ALU_SLTU = 5'b00011;
endpackage
package csr_pkg;
  localparam CSR_RW          = 3'b001;
  localparam CSR_RS          = 3'b010;
  localparam CSR_RC          = 3'b011;
  localparam CSR_RWI         = 3'b101;
  localparam CSR_RSI         = 3'b110;
  localparam CSR_RCI         = 3'b111;
  localparam MIE_ADDR        = 12'h304;
  localparam MTVEC_ADDR      = 12'h305;
  localparam MSCRATCH_ADDR   = 12'h340;
  localparam MEPC_ADDR       = 12'h341;
  localparam MCAUSE_ADDR     = 12'h342;
endpackage
package memory_pkg;
  localparam INSTR_MEM_SIZE_BYTES = 32'd2048;
  localparam INSTR_MEM_SIZE_WORDS = INSTR_MEM_SIZE_BYTES / 4;
  localparam DATA_MEM_SIZE_BYTES  = 32'd2048;
  localparam DATA_MEM_SIZE_WORDS  = DATA_MEM_SIZE_BYTES / 4;
endpackage
module hex_digits(
  input  logic       clk_i,
  input  logic       rst_i,
  input  logic [3:0] hex0_i,     
  input  logic [3:0] hex1_i,     
  input  logic [3:0] hex2_i,     
  input  logic [3:0] hex3_i,     
  input  logic [3:0] hex4_i,     
  input  logic [3:0] hex5_i,     
  input  logic [3:0] hex6_i,     
  input  logic [3:0] hex7_i,     
  input  logic [7:0] bitmask_i,  
  output logic [6:0] hex_led_o,  
  output logic [7:0] hex_sel_o   
    );
logic [3:0] hex_sel_led;
logic [7:0] hex_sel;
logic [2:0]  cnt_an_on;
localparam CNT_480Hz_MAX_VAL = 18'd20_333;
    logic         en_480Hz;
    logic [17:0] cnt_480Hz;
always_ff @(posedge clk_i) 
    if (rst_i)
        cnt_480Hz <= 18'b0;
    else begin 
        if (cnt_480Hz < CNT_480Hz_MAX_VAL - 18'd1)
            cnt_480Hz <= cnt_480Hz + 18'd1;
        else
            cnt_480Hz <= 18'b0;
    end
 always_ff @(posedge clk_i) begin 
    if (rst_i)
        cnt_an_on <= 3'd0;
    else if (en_480Hz) begin
        cnt_an_on <= cnt_an_on + 3'd1;
        end
end
always_comb en_480Hz = cnt_480Hz == (CNT_480Hz_MAX_VAL - 18'd1);
always_comb begin
case (cnt_an_on)
3'd0: begin hex_sel_led = hex0_i;  hex_sel_o = 8'b00000001 & bitmask_i; end
3'd1: begin hex_sel_led = hex1_i;  hex_sel_o = 8'b00000010 & bitmask_i; end
8'd2: begin hex_sel_led = hex2_i;  hex_sel_o = 8'b00000100 & bitmask_i; end
8'd3: begin hex_sel_led = hex3_i;  hex_sel_o = 8'b00001000 & bitmask_i; end
8'd4: begin hex_sel_led = hex4_i;  hex_sel_o = 8'b00010000 & bitmask_i; end
8'd5: begin hex_sel_led = hex5_i;  hex_sel_o = 8'b00100000 & bitmask_i; end
8'd6: begin hex_sel_led = hex6_i;  hex_sel_o = 8'b01000000 & bitmask_i; end
default: begin hex_sel_led = hex7_i;  hex_sel_o = 8'b10000000 & bitmask_i; end
endcase
end
always_comb begin
    case (hex_sel_led)
        4'b0000: hex_led_o[6:0] = 7'b1000000;
        4'b0001: hex_led_o[6:0] = 7'b1111001;
        4'b0010: hex_led_o[6:0] = 7'b0100100;
        4'b0011: hex_led_o[6:0] = 7'b0110000;
        4'b0100: hex_led_o[6:0] = 7'b0011001;
        4'b0101: hex_led_o[6:0] = 7'b0010010;
        4'b0110: hex_led_o[6:0] = 7'b0000010;
        4'b0111: hex_led_o[6:0] = 7'b1111000;
        4'b1000: hex_led_o[6:0] = 7'b0000000;
        4'b1001: hex_led_o[6:0] = 7'b0010000;
        4'b1010: hex_led_o[6:0] = 7'b0001000;
        4'b1011: hex_led_o[6:0] = 7'b0000011;
        4'b1100: hex_led_o[6:0] = 7'b1000110;
        4'b1101: hex_led_o[6:0] = 7'b0100001;
        4'b1110: hex_led_o[6:0] = 7'b0000110;
        default: hex_led_o[6:0] = 7'b0001110;
    endcase       
end
endmodule
module hex_sb_ctrl(
  input  logic        clk_i,
  input  logic        rst_i,
  input  logic [31:0] addr_i,
  input  logic        req_i,
  input  logic [31:0] write_data_i,
  input  logic        write_enable_i,
  output logic [31:0] read_data_o,
  output logic [6:0] hex_led_o,
  output logic [7:0] hex_sel_o
);
 logic [7:0] hex_sel;
logic write_req;
logic read_req;
assign write_req = write_enable_i & req_i;
assign read_req = ~write_enable_i & req_i;
  logic [3:0] hex0, hex1, hex2, hex3, hex4, hex5, hex6, hex7;
  logic [7:0] bitmask;
  logic  en_hex0, en_hex1, en_hex2, en_hex3, en_hex4, en_hex5, en_hex6, en_hex7;
  logic addr_hex0, addr_hex1, addr_hex2, addr_hex3, addr_hex4, addr_hex5, addr_hex6, addr_hex7;
  logic addr_bitmask;
  logic addr_reset;
assign addr_hex0 = addr_i == 32'h0;  
assign addr_hex1 = addr_i == 32'h4;  
assign addr_hex2 = addr_i == 32'h8;  
assign addr_hex3 = addr_i == 32'h0c;  
assign addr_hex4 = addr_i == 32'h10;  
assign addr_hex5 = addr_i == 32'h14;  
assign addr_hex6 = addr_i == 32'h18;  
assign addr_hex7 = addr_i == 32'h1C;  
assign addr_bitmask = addr_i == 32'h20;
assign addr_reset = addr_i == 32'h24;
logic hex_data_valid;
logic bitmask_valid;
logic rst_valid;
assign hex_data_valid = write_data_i < 32'h10; 
assign bitmask_valid = write_data_i < 32'h100;
assign rst_valid = write_data_i == 32'h1;
logic en_rst;
logic rst; 
assign en_rst = rst_valid & addr_reset & write_req;
assign rst = rst_i | en_rst;
assign en_hex0 = hex_data_valid & addr_hex0 & write_req;
assign en_hex1 = hex_data_valid & addr_hex1 & write_req;
assign en_hex2 = hex_data_valid & addr_hex2 & write_req;
assign en_hex3 = hex_data_valid & addr_hex3 & write_req;
assign en_hex4 = hex_data_valid & addr_hex4 & write_req;
assign en_hex5 = hex_data_valid & addr_hex5 & write_req;
assign en_hex6 = hex_data_valid & addr_hex6 & write_req;
assign en_hex7 = hex_data_valid & addr_hex7 & write_req;
assign en_bitmask = bitmask_valid & addr_bitmask & write_req;
always_ff @(posedge clk_i)
begin
    if (rst) hex0 <= 4'b0; else if (en_hex0) hex0 <= write_data_i[3:0];
    if (rst) hex1 <= 4'b0; else if (en_hex1) hex1 <= write_data_i[3:0];
    if (rst) hex2 <= 4'b0; else if (en_hex2) hex2 <= write_data_i[3:0];
    if (rst) hex3 <= 4'b0; else if (en_hex3) hex3 <= write_data_i[3:0];
    if (rst) hex4 <= 4'b0; else if (en_hex4) hex4 <= write_data_i[3:0];
    if (rst) hex5 <= 4'b0; else if (en_hex5) hex5 <= write_data_i[3:0];
    if (rst) hex6 <= 4'b0; else if (en_hex6) hex6 <= write_data_i[3:0];
    if (rst) hex7 <= 4'b0; else if (en_hex7) hex7 <= write_data_i[3:0]; 
    if (rst) bitmask <= 8'b0; else if (en_bitmask)   bitmask <= write_data_i[7:0];
end
logic rd;
logic [7:0] data_addr;
assign data_addr = {addr_hex0, addr_hex1, addr_hex2, addr_hex3, addr_hex4, addr_hex5, addr_hex6, addr_hex7};
always_comb begin
case (data_addr)
8'b10000000: rd = {28'b0, hex0};
8'b01000000: rd = {28'b0, hex1};
8'b00100000: rd = {28'b0, hex2};
8'b00010000: rd = {28'b0, hex3};
8'b00001000: rd = {28'b0, hex4};
8'b00000100: rd = {28'b0, hex5};
8'b00000010: rd = {28'b0, hex6};
8'b00000001: rd = {28'b0, hex7};  
default: rd = {24'b0, bitmask};         
endcase
end 
logic rd_en;
assign rd_en = (addr_hex0 | addr_hex1 | addr_hex2 | addr_hex3 | addr_hex4 | addr_hex5 | addr_hex6 | addr_hex7 | addr_bitmask) & read_req;
always_ff @(posedge clk_i)
if (rd_en)
    read_data_o <= rd & ~rst;
hex_digits hex_module(
.clk_i(clk_i),    
.rst_i(rst_i),    
.hex0_i(hex0),   
.hex1_i(hex1),   
.hex2_i(hex2),   
.hex3_i(hex3),   
.hex4_i(hex4),   
.hex5_i(hex5),   
.hex6_i(hex6),   
.hex7_i(hex7),   
.bitmask_i(bitmask),
.hex_led_o(hex_led_o),
.hex_sel_o(hex_sel)
);
assign hex_sel_o = ~hex_sel;
endmodule
module hex_wrapper(
input logic  clk_i,
input logic [15:0] sw_i,
output logic [7:0] hex_sel_o,
output logic [6:0] hex_led_o
    );
hex_sb_ctrl hx(
.clk_i(clk_i),          
.rst_i(sw_i[15]),          
.addr_i({26'b0, sw_i[13:8]}),         
.req_i(sw_i[14]),          
.write_data_i({24'b0, sw_i[7:0]}),   
.write_enable_i(1'b1),    
.hex_led_o(hex_led_o),
.hex_sel_o(hex_sel_o)
); 
endmodule
</file>
<file path="flow/run.sh">
#!/bin/bash
# OpenROAD 26Q1-2900-gdf79404cd8, Yosys 0.63+post, stock flow scripts
make -C /OpenROAD-flow-scripts/flow DESIGN_CONFIG=/design/flow/config.mk WORK_HOME=/design/flow/orfs finish
</file>
==> job_summary.md <==
## Synthesis and layout report

| Metric | Value |
|---|---|
| Worst EP required | `2.40 ns` |
| Arr. time, crit path | `2.65 ns` |
| Vias per cell | `5.116` |
| Root buffer selected by CTS | `clkbuf_8` |
| Initial antenna violation count | `0` |
| Filler instances | `604` |
| Syn-to-layout area delta | `42.90%` |
| Max Cap Viol | `0` |
| Synth top area cells | `dfxtp_1, mux2i_1, nor2_1` |
| Site Rows | `31` |
| Remaining global-route overflow | `0` |
| Core area | `just over 0.007 mm^2` |
| Final core utilization | `just under 60%` |
| Period utilization | `108.3%` |
| #FFs+latches synth | `61` |
| Flop area | `about 0.0012 mm^2` |
| Worst slew pin tran | `0.8134 ns` |
| Clk slew on worst S/H paths | `about 0.070 ns` |
| Period minus WS final | `3.249 ns` |
| Worst Path Max Fanout | `5` |
| Status | `finished with violations` |
| Share of layout cells above drive strength 1 | `between 20% and 30%` |
| Pwr dens | `398.3 mW/mm^2` |
| Top-area cell share | `40.65%` |
| Worst hold start | `hx.hex4[0]` |
| Hold EP | `hx.hex4[0]` |
| Synth Instances | `333` |
| Wire per inst | `14.57 um` |
| Post-synth top area cell | `dfxtp_1` |
| # Cells Yosys | `333` |
| Reg2Reg Depth | `6` |
| Slew HR | `45.27%` |
| Chip area | `between 0.007 and 0.008 mm^2` |
| Starting DRT DRC Count | `157` |
| Yosys simple share | `20.49%` |
| GRT Total Usage | `about a fifth` |
| Final GP Congestion | `0.8113` |
| DRC viols | `0` |
| Reg2reg setup slack | `1.02 ns` |
| Comb area leader | `simple AND/OR/NAND/NOR gates` |
| Max IR drop VDD | `roughly 0.33 mV` |
| Critical R2R Launch | `hx.hex_module.cnt_480Hz[0]` |
| Synth mux share | `14.41%` |
| Clk ins delay skew pair | `roughly 0.35 ns` |
| Post-Syn Area | `0.003004 mm^2` |
| Area reported by Yosys stat | `0.003004 mm^2` |
| Crit Path Class | `flip-flop to primary output` |
| Worst setup SP type | `flip-flop` |
| Antenna cells | `0` |
| Distinct lib cells | `50` |
| Log Warnings | `36` |
| CTS tree | `built` |
| I/O pins | `32` |
| CTS Buf Count | `9` |
| Setup violators final | `7` |
| Final worst setup slack | `-0.2493 ns` |
| Yosys adder share | `5.414%` |
| Port bufs | `31` |
| Post-placement cell area | `0.003697 mm^2` |
| H-tree Lvls | `3` |
| Number of enable flip-flop cells | `0` |
| P_leak | `1.719 nW` |
| Hold Path Class | `flip-flop to flip-flop` |
| First-pass GRT wire length | `12160 um` |
| Max Root-Sink Buffers | `2` |
| CP Capture Type | `primary output` |
| Violations in the final reports | `setup timing` |
| Hold depth | `2` |
| Unrepaired setup endpoints after global routing | `yes` |
| Final Instance Area | `0.004293 mm^2` |
| Vias in the first global route | `2492` |
| Seq share, synth | `40.65%` |
| Async SR Flop Fraction | `0%` |
| Slew Limit Fails | `0` |
| Comb area | `0.001879 mm^2` |
| Total wire length | `7549 um` |
| Commonest flop | `dfxtp_1` |
| Yosys warning count | `3` |
| Largest net degree at the start of global routing | `18` |
| Syn_area_per_cell | `9.021 um^2` |
| Routed Antenna Nets | `0` |
| DRT Pass-1 Iters | `5` |
| Worst r2r dst | `hx.hex_module.cnt_an_on[1]` |
| Compound Share, Synth | `10.70%` |
| Worst clock skew | `0.009866 ns` |
| FP Util | `between 40% and 50%` |
| Final HPWL DP | `just over 5000 um` |
| Vias post-DR | `between 2000 and 3000` |
| Die width | `between 80 and 90 um` |
| Final number of hold-violating endpoints | `0` |
| Xor and xnor area share after synthesis | `4.082%` |
| Sink Count | `61` |
| Die Y | `~90 um` |
| Fmax | `slightly above 0.3 GHz` |
[cells in the final DEF (no fill, tap or decap), types with 9 or more instances in the layout]
cell	synthesis	layout
a21oi_1	13	10
buf_4	0	35
buf_6	0	16
clkbuf_8	0	11
clkdlybuf4s50_1	0	24
dfxtp_1	61	59
ha_4	0	9
mux2i_1	41	38
nand2_1	18	18
nand3_1	18	17
nor2_1	58	56
[layer usage]
layer	global-route usage (%)	vias up	routed length, um
li1	-	1341	-
met1	30.12	1259	3600
met2	34.20	43	3534
met3	4.541	7	327
met4	1.906	0	87
met5	0	-	0
[flip-flops by register name, indices dropped and copies added, names as in the netlist]
name                     cells
hx.hex6                      4
hx.hex5                      4
hx.hex4                      4
hx.hex1                      4
hx.hex7                      4
hx.hex2                      4
hx.hex3                      4
hx.hex_module.cnt_480Hz     18
hx.hex0                      4
hx.bitmask                   8
hx.hex_module.cnt_an_on      3
[power breakdown]
group / switching, W / internal [W]
registers: 0.00000114 / 0.000811
clock network: 0.000313 / 0.000510
logic: 0.0000387 / 0.0000354
[worst max-delay path, cell delays in order, from the launching register on]
cell and delay, ns:
dfxtp_4 0.38, buf_6 0.12, ha_4 0.16, or4_4 0.57, o22a_1 0.26, inv_2 0.07, buf_6 0.10, ha_4 0.19
inv_2 0.05, mux2i_1 0.06, a32o_2 0.22, buf_2 0.11
[repair_timing]
item                       CTS  global route
buffers inserted            15             1
hold endpoints to repair     0             0
gates resized               72            20
hold buffers                 0             0
pin swaps                   12            12
setup endpoints to repair    7             7
[metrics by stage]
step           TNS (ns)  setup slack, ns  hold WS, ns  total power, W  instances
2_1_floorplan         0          0.03183       0.4329       0.0008611        335
3_3_place_gp     -2.163          -0.3722       0.4480       0.0009056        486
3_5_place_dp     -2.310          -0.3558       0.4547       0.0009057        486
4_1_cts          -1.673          -0.2873       0.4651        0.001724        517
5_1_grt          -2.069          -0.3492       0.4968        0.001773        518
6_report         -1.350          -0.2493       0.4635        0.001710        518
[logic make-up after synthesis]
| logic type | count (synthesis) |
|---|---|
| and+or+nand+nor | 124 |
| DFF | 61 |
| AOI/OAI and AO/OA | 46 |
| muxes | 43 |
| buffers and inverters | 31 |
| xor gates and xnor gates | 14 |
| adders and majority gates | 13 |
| other | 1 |
[layout make-up]
class | instances | area share [%]
Clock buffer | 12 | 3.614
Clock inverter | 4 | 1.632
Inverter | 14 | 1.341
Multi-Input combinational cell | 243 | 43.78
Sequential cell | 61 | 28.62
Tap cell | 99 | 2.885
Timing Repair Buffer | 85 | 18.13
[cells in the mapped netlist, types with 3 or more instances]
cell type	count
dfxtp_1	61
nor2_1	58
mux2i_1	41
nand2_1	18
nand3_1	18
a21oi_1	13
ha_1	13
inv_1	13
clkbuf_1	11
xor2_1	8
nand4_1	7
o21ai_0	7
buf_2	6
xnor2_1	6
a221o_1	3
nor4_1	3
[worst max-delay path by stage]
stage,start,end,slack (ns),depth (start not counted)
final,hx.hex_module.cnt_an_on[0],hex_led_o[1],-0.25,11
after global routing,hx.hex_module.cnt_an_on[0],hex_led_o[1],-0.35,14
after CTS,hx.hex_module.cnt_an_on[1],hex_led_o[1],-0.29,11
No activity file was given, so power comes from the tool's default toggle rates.
